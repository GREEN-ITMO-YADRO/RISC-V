File: flow/run.sh
#!/bin/bash
# OpenROAD 26Q1-2900-gdf79404cd8, Yosys 0.63+post, stock flow scripts
make -C /OpenROAD-flow-scripts/flow DESIGN_CONFIG=/design/flow/config.mk WORK_HOME=/design/flow/orfs finish
File: flow/config.mk
export PLATFORM = sky130hd
export DESIGN_NAME = counter
export DESIGN_NICKNAME = counter
export VERILOG_FILES = /design/flow/design.v
export SDC_FILE = /design/flow/constraint.sdc
export NUM_CORES = 4
export LEC_CHECK = 1
export CORE_AREA = 10 10 110 110
export DIE_AREA = 0 0 120 120
File: flow/constraint.sdc
current_design counter

set clk_period 3.3
set clk_io_pct 0.2

create_clock -name clk0 -period $clk_period [get_ports {clk}]

set non_clock_inputs [all_inputs -no_clocks]
set_input_delay [expr $clk_period * $clk_io_pct] -clock clk0 $non_clock_inputs
set_output_delay [expr $clk_period * $clk_io_pct] -clock clk0 [all_outputs]
File: flow/design.v
`timescale 1ns / 1ps
package enums;
    typedef enum logic {
        PROC_STATE_INSTR_FETCH,
        PROC_STATE_INSTR_DECODING
    } proc_state_t;
    typedef enum logic [4:0] {
        MCAUSE_MSI = {1'b1, 4'd3},
        MCAUSE_MTI = {1'b1, 4'd7},
        MCAUSE_MEI = {1'b1, 4'd11},
        MCAUSE_INSTR_ADDR_MISALIGN = {1'b0, 4'd0},
        MCAUSE_INSTR_ADDR_FAULT = {1'b0, 4'd1},
        MCAUSE_ILLEGAL_INSTR = {1'b0, 4'd2},
        MCAUSE_BREAKPOINT = {1'b0, 4'd3},
        MCAUSE_LOAD_ADDR_MISALIGN = {1'b0, 4'd4},
        MCAUSE_LOAD_ACCESS_FAULT = {1'b0, 4'd5},
        MCAUSE_STORE_ADDR_MISALIGN = {1'b0, 4'd6},
        MCAUSE_STORE_ACCESS_FAULT = {1'b0, 4'd7},
        MCAUSE_M_ECALL = {1'b0, 4'd11}
    } mcause_t;
    typedef enum logic [4:0] {
        CSR_NONE,
        CSR_MISA,
        CSR_MVENDORID,
        CSR_MARCHID,
        CSR_MIMPID,
        CSR_MHARTID,
        CSR_MSTATUS,
        CSR_MTVEC,
        CSR_MIP,
        CSR_MIE,
        CSR_MCYCLE,
        CSR_MCYCLEH,
        CSR_MINSTRET,
        CSR_MINSTRETH,
        CSR_MCOUNTEREN,
        CSR_MCOUNTINHIBIT,
        CSR_MSCRATCH,
        CSR_MEPC,
        CSR_MCAUSE,
        CSR_MTVAL
    } csr_t;
    typedef enum logic [2:0] {
        INSTR_TYPE_R = 3'b000,
        INSTR_TYPE_I = 3'b001,
        INSTR_TYPE_S = 3'b010,
        INSTR_TYPE_B = 3'b011,
        INSTR_TYPE_U = 3'b100,
        INSTR_TYPE_J = 3'b101
    } instr_type_t;
    typedef enum logic [4:0] {
        ALU_OP_ZERO = 5'b00000,
        ALU_OP_ADD  = 5'b00001,
        ALU_OP_SUB  = 5'b00010,
        ALU_OP_SLT  = 5'b00011,
        ALU_OP_SLTU = 5'b00100,
        ALU_OP_XOR  = 5'b00101,
        ALU_OP_OR   = 5'b00110,
        ALU_OP_AND  = 5'b00111,
        ALU_OP_SLL  = 5'b01000,
        ALU_OP_SRL  = 5'b01001,
        ALU_OP_SRA  = 5'b01010,
        ALU_OP_SEQ  = 5'b01011
    } alu_op_t;
endpackage
`timescale 1ns / 1ps
module counter #(
    parameter int WIDTH = 32
) (
    input logic clk,
    input logic reset,
    output logic [WIDTH - 1 : 0] rd,
    input logic [WIDTH - 1 : 0] wd,
    input logic we,
    input logic enable
);
    logic [WIDTH - 1 : 0] next;
    register #(
        .WIDTH(WIDTH)
    ) ctr_reg (
        .clk(clk),
        .reset(reset),
        .rd(rd),
        .wd(next)
    );
    always_comb begin
        if (we) begin
            next = wd;
        end else if (enable) begin
            next = rd + 1;
        end else begin
            next = rd;
        end
    end
endmodule
`timescale 1ns / 1ps
module register #(
    parameter int WIDTH = 32,
    parameter logic [WIDTH - 1 : 0] RESET_VALUE = '0
) (
    input logic clk,
    input logic reset,
    input logic [WIDTH - 1 : 0] wd,
    output logic [WIDTH - 1 : 0] rd
);
    logic [WIDTH - 1 : 0] data;
    assign rd = data;
    always_ff @(posedge clk)
        if (reset) begin
            data <= RESET_VALUE;
        end else begin
            data <= wd;
        end
endmodule
==> impl_metrics.env <==
# flow metrics
export IMPL_status="complete, no violations"
export IMPL_worstReg2RegStart="ctr_reg.data[0]$_SDFFE_PP0P_"
export IMPL_dr_pass1_iters=4
export IMPL_rsz0062_at_grt="false"
export IMPL_intPower_uw=693.7
export IMPL_synth_warnings=2
export IMPL_grt_antenna_before_repair=0
export IMPL_ys_chip_area_um2=1924
export IMPL_drt_total_wl_um=6573
export IMPL_finalHoldViolations=0
export IMPL_wl_per_cell_um=15.08
export IMPL_postCtsSetupBuffers=0
export IMPL_place_area_um2=2733
export IMPL_tns_ns=0
export IMPL_antennaDiodeCount=0
export IMPL_fp_util_pct=19.69
export IMPL_die_height_um=120
export IMPL_grt_total_usage_pct=8.669
export IMPL_ys_flops=32
export IMPL_finClkSkew_ns=0.004125
export IMPL_crit_path_top_delay_cell="or4_1"
export IMPL_irDropWorstVdd_uv=162.8
export IMPL_clkLatencyLatePin_ns=0.28
export IMPL_ff_type="dfxtp_1"
export IMPL_p_sw_share_pct=26.48
export IMPL_path_clk_slew_ns=0.06
export IMPL_hold_path_class="flop to flop"
export IMPL_cts_path_max_buffers=2
export IMPL_grt_pass1_vias=2001
export IMPL_numClockSinks=32
export IMPL_worst_ep_arrival_time_ns=2.75
export IMPL_cts_htree_levels=2
export IMPL_drt_first_iter_violations=100
export IMPL_switching_power_uw=249.9
export IMPL_num_rows=36
export IMPL_boundaryPins=68
export IMPL_cts_root_buf="clkbuf_8"
export IMPL_vias=2051
export IMPL_die_width_um=120
export IMPL_worst_path_buf_inv=1
export IMPL_fin_crit_sh_pct=77.72
export IMPL_hpwl_um=4989
export IMPL_tool_warnings=25
export IMPL_fmax_mhz=389.9
export IMPL_period_needed_ns=2.565
export IMPL_final_max_slew_viol_count=0
export IMPL_path_class="input port to flop"
export IMPL_cp_end_kind="flop"
export IMPL_startpoint_type="input port"
export IMPL_cap_violations=0
export IMPL_slowest_delay_ns=0.69
export IMPL_grt_overflow=0
export IMPL_tightest_slew_ns=0.5689
export IMPL_viasPerCell=4.704
export IMPL_ys_cells=241
export IMPL_grt_max_degree=26
export IMPL_clkPwrFrac_pct=33.1
export IMPL_path_cells="clkdlybuf4s50_1 -> nand3_2 -> or4_1 -> or4_1 -> a311oi_1"
export IMPL_combinationalPowerShare_pct=18.6
export IMPL_antenna_left=0
export IMPL_design_area_um2=2825
export IMPL_postCtsHoldBufs=0
export IMPL_timing_final_ws_setup_ns=0.7351
export IMPL_regMostFlops="ctr_reg.data"
export IMPL_io_buffers=67
export IMPL_remaining_drc_errors=0
export IMPL_crit_required_ns=3.49
export IMPL_cts_tree="done"
export IMPL_cts_resized=0
export IMPL_p_leak_uw=0.0008863
export IMPL_max_slew_margin_rel_pct=61.72
export IMPL_min_from="ctr_reg.data[18]$_SDFFE_PP0P_"
export IMPL_place_ws_ns=0.4602
export IMPL_syn_area_um2=1924
export IMPL_cellPowerDensity_nw_per_um2=334.0
export IMPL_worstPathMaxFanout=8
export IMPL_startpoint="enable"
export IMPL_core_region_area_um2=9774
export IMPL_grt_pass1_wl_um=10240
export IMPL_largest_reg_flops=32
export IMPL_die_area_um2=14400
export IMPL_reg_top3="ctr_reg.data (32)"
export IMPL_cp_common_cell="or4_1"
export IMPL_setup_viol=0
export IMPL_drive_gt1_share_pct=6.601
export IMPL_yosysUniqueCellTypes=44
export IMPL_cp_top_family="simple AND/OR/NAND/NOR gates"
export IMPL_area_growth_pct=46.81
export IMPL_numCtsBuffers=5
export IMPL_power_frac_seq_pct=48.3
export IMPL_synthArstFlopShare_pct=0
export IMPL_synth_avg_cell_area_um2=7.985
export IMPL_ys_seq_share_pct=33.29
export IMPL_syn_inst=241
export IMPL_edf_count=0
export IMPL_total_power_uw=943.6
export IMPL_gp_congestion=0.8423
path summary, 6_finish.rpt:
check | end | slack [ns] | cells after the start
max | ctr_reg.data[19]$_SDFFE_PP0P_ | 0.74 | 5
min | ctr_reg.data[18]$_SDFFE_PP0P_ | 0.53 | 2
max reg2reg | ctr_reg.data[18]$_SDFFE_PP0P_ | 0.95 | 5
min reg2reg | ctr_reg.data[18]$_SDFFE_PP0P_ | 0.53 | 2
per-layer routing:
metal / global-route usage (%) / up-vias / routed length [µm] / share of wire (%)
li1: - / 1053 / - / -
met1: 11.11 / 938 / 2920 / 44
met2: 13.65 / 56 / 2973 / 45
met3: 4.093 / 4 / 650 / 9.9
met4: 0.6033 / 0 / 29 / 0.44
met5: 0 / - / 0 / 0
cell usage after synthesis, types with 2 or more instances:
cell	count	area, µm²
inv_1	10	37.54
buf_2	2	10.01
o211ai_1	2	15.01
nor2_1	28	105.1
nand3_1	12	60.06
nand4_1	11	68.82
a311oi_1	10	87.58
nor4b_1	2	17.52
o311ai_1	2	17.52
nor3b_1	5	37.54
or4_1	7	52.55
nand2_1	14	52.55
nor3_1	4	20.02
or3_1	5	31.28
xor2_1	5	43.79
dfxtp_1	32	640.6
a211oi_1	12	90.09
o21ai_0	6	30.03
buf_1	2	7.510
clkbuf_1	15	56.30
and3_1	4	25.02
a2111oi_0	6	52.55
nor4_1	8	50.05
xnor2_1	6	52.55
and4_1	4	35.03
a21oi_1	6	30.03
o31ai_1	4	30.03
power groups by stage:
stage / combinational [µW] / clock (µW) / sequential (µW)
4_1_cts: 179 / 319 / 456
5_1_grt: 194 / 335 / 462
6_report: 175 / 312 / 456
stage by stage:
stage	utilization, %	hold slack [ns]	cells
3_3_place_gp	27.96	0.5143	428
5_1_grt	28.90	0.5807	436
2_1_floorplan	-	0.4774	241
3_5_place_dp	27.96	0.5250	428
6_report	28.90	0.5330	436
4_1_cts	28.90	0.5370	436
cell families after synthesis:
logic type | after synthesis | share of synthesized area (%)
buf+inv | 30 | 5.982
mux | 1 | 0.5202
flops | 32 | 33.29
simple gates | 111 | 33.16
compound gates | 55 | 21.39
xor+xnor | 11 | 5.006
fa+ha+maj | 1 | 0.6501
worst reg2reg max path, cell delays in order (launching register included):
cell      delay (ns)
dfxtp_1         0.50
ha_1            0.31
nand2_1         0.16
or4_1           0.58
or4_1           0.44
a311oi_1        0.27
cell usage in the layout, fill, tap and decap left out, types with 6 or more instances in the layout:
master | synthesis | routed
or4_1 | 7 | 7
clkdlybuf4s50_1 | 0 | 67
nor2_1 | 28 | 28
nand4_1 | 11 | 11
a2111oi_0 | 6 | 6
nor4_1 | 8 | 8
nand3_1 | 12 | 12
inv_1 | 10 | 10
dfxtp_1 | 32 | 32
buf_4 | 0 | 6
a21oi_1 | 6 | 6
o21ai_0 | 6 | 6
a211oi_1 | 12 | 12
a311oi_1 | 10 | 10
clkbuf_8 | 0 | 6
xnor2_1 | 6 | 6
nand2_1 | 14 | 14
cell type report:
type	instances	area, µm²
timing repair buffer	73	715.7
inverter	11	41.29
multi-input combinational	179	1169
tap	133	166.4
sequential	32	640.6
clock buffer	6	82.58
clock inverter	2	10.01
fill	1043	6949
Power figures rest on the tool's default switching activity, not on a simulated workload.
