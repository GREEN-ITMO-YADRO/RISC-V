==> ./design.v <==
`timescale 1ns / 1ps
package enums;
    typedef enum logic {
        PROC_STATE_INSTR_FETCH,
        PROC_STATE_INSTR_DECODING
    } proc_state_t;
    typedef enum logic [4:0] {
        MCAUSE_MSI = {1'b1, 4'd3},
        MCAUSE_MTI = {1'b1, 4'd7},
        MCAUSE_MEI = {1'b1, 4'd11},
        MCAUSE_INSTR_ADDR_MISALIGN = {1'b0, 4'd0},
        MCAUSE_INSTR_ADDR_FAULT = {1'b0, 4'd1},
        MCAUSE_ILLEGAL_INSTR = {1'b0, 4'd2},
        MCAUSE_BREAKPOINT = {1'b0, 4'd3},
        MCAUSE_LOAD_ADDR_MISALIGN = {1'b0, 4'd4},
        MCAUSE_LOAD_ACCESS_FAULT = {1'b0, 4'd5},
        MCAUSE_STORE_ADDR_MISALIGN = {1'b0, 4'd6},
        MCAUSE_STORE_ACCESS_FAULT = {1'b0, 4'd7},
        MCAUSE_M_ECALL = {1'b0, 4'd11}
    } mcause_t;
    typedef enum logic [4:0] {
        CSR_NONE,
        CSR_MISA,
        CSR_MVENDORID,
        CSR_MARCHID,
        CSR_MIMPID,
        CSR_MHARTID,
        CSR_MSTATUS,
        CSR_MTVEC,
        CSR_MIP,
        CSR_MIE,
        CSR_MCYCLE,
        CSR_MCYCLEH,
        CSR_MINSTRET,
        CSR_MINSTRETH,
        CSR_MCOUNTEREN,
        CSR_MCOUNTINHIBIT,
        CSR_MSCRATCH,
        CSR_MEPC,
        CSR_MCAUSE,
        CSR_MTVAL
    } csr_t;
    typedef enum logic [2:0] {
        INSTR_TYPE_R = 3'b000,
        INSTR_TYPE_I = 3'b001,
        INSTR_TYPE_S = 3'b010,
        INSTR_TYPE_B = 3'b011,
        INSTR_TYPE_U = 3'b100,
        INSTR_TYPE_J = 3'b101
    } instr_type_t;
    typedef enum logic [4:0] {
        ALU_OP_ZERO = 5'b00000,
        ALU_OP_ADD  = 5'b00001,
        ALU_OP_SUB  = 5'b00010,
        ALU_OP_SLT  = 5'b00011,
        ALU_OP_SLTU = 5'b00100,
        ALU_OP_XOR  = 5'b00101,
        ALU_OP_OR   = 5'b00110,
        ALU_OP_AND  = 5'b00111,
        ALU_OP_SLL  = 5'b01000,
        ALU_OP_SRL  = 5'b01001,
        ALU_OP_SRA  = 5'b01010,
        ALU_OP_SEQ  = 5'b01011
    } alu_op_t;
endpackage
`timescale 1ns / 1ps
module regfile (
    input logic clk,
    input logic we,
    input logic [4:0] wa,
    input logic [31:0] wd,
    input  logic [ 4:0] ra1,
    input  logic [ 4:0] ra2,
    output logic [31:0] rd1,
    output logic [31:0] rd2
);
    logic [31:0] registers[1:31];
    assign rd1 = (ra1 == 0) ? 0 : registers[ra1];
    assign rd2 = (ra2 == 0) ? 0 : registers[ra2];
    always_ff @(posedge clk) begin
        if (we) begin
            if (wa != 0) begin
                registers[wa] <= wd;
            end
        end
    end
endmodule
==> ./run.sh <==
#!/bin/bash
# OpenROAD 26Q1-2900-gdf79404cd8, Yosys 0.63+post, stock flow scripts
make -C /OpenROAD-flow-scripts/flow DESIGN_CONFIG=/design/flow/config.mk WORK_HOME=/design/flow/orfs finish
==> ./config.mk <==
export PLATFORM = sky130hd
export DESIGN_NAME = regfile
export DESIGN_NICKNAME = regfile
export VERILOG_FILES = /design/flow/design.v
export SDC_FILE = /design/flow/constraint.sdc
export NUM_CORES = 4
export LEC_CHECK = 1
export CORE_UTILIZATION = 40
==> ./constraint.sdc <==
current_design regfile

set clk_period 7.2
set clk_io_pct 0.2

create_clock -name clk0 -period $clk_period [get_ports {clk}]

set non_clock_inputs [all_inputs -no_clocks]
set_input_delay [expr $clk_period * $clk_io_pct] -clock clk0 $non_clock_inputs
set_output_delay [expr $clk_period * $clk_io_pct] -clock clk0 [all_outputs]
==> impl_metrics.yaml <==
# generated from flow reports
outcome:
  status: "finished, final reports clean"
clocking:
  cts_tree: "built"
  ctsHtreeMaxLevel: 3
  clock-sinks: 992
  clkTransAtPathRegs_ns: 0.06
  postCtsHoldBufs: 0
  cts-root-buf: "clkbuf_16"
  postCtsSetupRepairBufs: 0
  cts_buffers: 103
  clock_path_buffers: 3
  post_cts_resized: 0
placed_design:
  place_congestion: 0.920
  pre_cts_slack_ns: 1.12
  dp_hpwl_um: 90200
  placed_cell_area_sq_mm: 0.0500
  io_buffer_count: 112
synthesis:
  aoi_share_pct: 5.17
  area_leaders: "edfxtp_1 (64%), mux4_2 (16%), mux2i_1 (6.8%)"
  avgSynthCellArea_sq_um: 17.9
  netlist.top_cell.by_area: "edfxtp_1"
  mux_share_pct: 24.6
  yosys_area_sq_mm: 0.0465
  syn_inst: 2601
  synth-simple-area-share_pct: 3.85
  syn_area_sq_mm: 0.0465
  edf_count: 992
  synth-main-ff-cell: "edfxtp_1"
  yosysSeqAreaShare_pct: 64.1
  async_flop_share_pct: 0
  ys_sh_adder_pct: 0
  synth_top_area_share_pct: 64.1
  synth.distinct_cells: 38
  xor_area_share_pct: 0
  yosys_cells: 2601
  synth.ff_latch_count: 992
  yosysWarningCount: 1
  ys_top_logic_family: "multiplexers"
final_timing:
  slew_viol_final: 0
  final_hold_viol_count: 0
  period_needed_ns: 6.12
  relSlewSlack_pct: 10.6
  setup_ws_ns: 1.08
  tightest_slew_ns: 1.33
  setup_tns_ns: 0
  finalClockPeriodUsage_pct: 85.0
  fmax_mhz: 163
  setup_viol: 0
  rsz0062_at_grt: "no"
pwr:
  switching_share_pct: 22.9
  power.leakage_uw: 0.0176
  clkPwrFrac_pct: 42.1
  p_sw_uw: 3040
  ir_drop_mv: 0.188
  power_density_mw_per_mm2: 248
  comb_power_share_pct: 9.3
  seq_power_share_pct: 48.6
  p_int_uw: 10200
critical_path:
  path_class: "in -> out"
  start_kind: "input port"
  path_max_fanout: 13
  worstPathArrival_ns: 4.68
  cp.required_ns: 5.76
  critPathCaptureType: "output pin"
floorplan:
  die_width_um: 343
  io_pins: 113
  core_sq_mm: 0.115
  initCoreUtil_pct: 40.5
  row_count: 124
  fp.dieH_um: 343
  chipArea_sq_mm: 0.118
route:
  vias: 27200
  drt-total-wl_um: 147000
  drt-wirelength-per-cell_um: 33.7
  drt_iter0_drc: 1797
  drtPass1Iterations: 5
  drc: 0
  vias_per_cell: 6.23
  ant_nets: 0
cells_and_area:
  top_register: "registers"
  lay_top_cells: "edfxtp_1 (992), mux4_2 (339), mux2i_1 (316)"
  largest_register_ffs: 992
  final_area_sq_mm: 0.0535
  top_regs: "registers x992"
  syn_to_final_growth_pct: 15.1
  layout-drive-gt1-share_pct: 25.4
  mostFrequentLayoutCell: "edfxtp_1"
global_route:
  grt_max_degree: 73
  grt_overflow: 0
  track_usage_pct: 27.7
  grt_pass1_vias: 30300
  grt_pass1_wl_um: 211000
  antenna_found_initial: 9
min_path:
  hold_path.class: "in -> reg"
  holdPathStages: 2
job:
  drv_cap: 0
  warnings: 25
==> kinds of logic after synthesis <==
logic type | count (synthesis)
DFF | 992
muxes | 698
and+or+nand+nor | 374
AOI/OAI and AO/OA | 332
buffers and inverters | 205
==> final timing paths <==
kind | from | end
worst max-delay path | ra2[4] | rd2[6]
worst min-delay path | wd[28] | registers[6][28]
==> metrics by stage <==
step           hold slack [ns]  utilization, %  total power, uW  instances
2_1_floorplan             1.54               -             7220       2601
3_3_place_gp              2.26            43.5             7790       4163
3_5_place_dp              2.27            43.5             7800       4163
4_1_cts                   1.54            46.6            13300       4357
5_1_grt                   1.59            46.6            13600       4358
6_report                  1.57            46.6            13300       4359
==> area by class of cell <==
cell class | instances | area, sq um
fillers | 9307 | 61300
flip-flops and latches | 992 | 29800
multi-input cells | 1404 | 15900
clock buffers | 123 | 2650
repair buffers | 254 | 2400
well taps | 1512 | 1890
clock inverters | 71 | 910
diodes | 2 | 5.00
inverters | 1 | 3.75
==> critical path, stage by stage <==
cell,delay [ns]
clkdlybuf4s50_1,0.85
nor2b_2,1.15
nand2_1,0.13
nand4_1,0.48
clkdlybuf4s50_1,0.58
==> cells in the mapped netlist (2+ instances only) <==
cell	count
o21ai_0	14
a31oi_1	14
clkbuf_1	85
buf_4	31
nand3b_1	6
a21oi_1	68
a311o_1	31
mux2i_1	316
and2_1	34
mux2_2	34
mux4_2	339
a22o_1	45
nand3_1	52
edfxtp_1	992
a211o_1	31
nand2b_1	2
mux4_1	9
nand2_1	89
a22oi_1	92
o21ai_1	18
nand4_1	18
and3_1	14
a211oi_1	18
or3b_2	3
buf_6	15
nor2b_1	36
buf_2	58
buf_1	13
nor2_1	115
==> power groups by stage <==
stage	Sequential [uW]	Combinational, uW	Clock (uW)
5_1_grt	6460	1310	5870
6_report	6450	1230	5590
4_1_cts	6450	1230	5650
==> routing by layer <==
metal  wire (um)  global-route usage (%)  up-vias
met5         276                    1.44        -
met2       67700                    40.2     2074
met4        5460                    7.78       18
li1            -                       -    11200
met3       28900                    24.0      309
met1       44700                    30.3    13600
Power is estimated from default activity; no workload was simulated.
